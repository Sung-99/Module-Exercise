$ cat /design/flow/run.sh
#!/bin/bash
# OpenROAD 26Q1-2900-gdf79404cd8, Yosys 0.63+post, stock flow scripts
make -C /OpenROAD-flow-scripts/flow DESIGN_CONFIG=/design/flow/config.mk WORK_HOME=/design/flow/orfs finish
$ cat /design/flow/config.mk
export PLATFORM = sky130hd
export DESIGN_NAME = registrador
export DESIGN_NICKNAME = registrador
export VERILOG_FILES = /design/flow/design.v
export SDC_FILE = /design/flow/constraint.sdc
export NUM_CORES = 4
export LEC_CHECK = 1
export CORE_UTILIZATION = 50
$ cat /design/flow/constraint.sdc
current_design registrador

set clk_period 7.9
set clk_io_pct 0.2

create_clock -name clk0 -period $clk_period [get_ports {clock}]

set non_clock_inputs [all_inputs -no_clocks]
set_input_delay [expr $clk_period * $clk_io_pct] -clock clk0 $non_clock_inputs
set_output_delay [expr $clk_period * $clk_io_pct] -clock clk0 [all_outputs]
$ cat /design/flow/design.v
module registrador  #(parameter WIDTH = 32) (
 input wire [4:0] Read1, Read2, WriteReg,  
    output reg [31:0] Data1, Data2, 
	 input wire [31:0] WriteData, 
	 input wire RegWrite, clock  
);
    parameter NUM_REGS = 32;   
    parameter DATA_WIDTH = 32;  
    reg [DATA_WIDTH-1:0] registradores [NUM_REGS-1:0];
    integer i;  
    initial begin
        for (i = 0; i < NUM_REGS; i = i + 1) begin
            registradores[i] = {DATA_WIDTH{1'b0}};  
        end
    end
    always @(*) begin
        Data1 = registradores[Read1];  
        Data2 = registradores[Read2];  
    end
    always @(posedge clock) begin
        if (WriteReg != 0) begin  
            registradores[WriteReg] <= WriteData;  
        end
    end
endmodule
==> flow_summary.json <==
{
  "status": "finished clean",
  "setup_viol": 0,
  "cts_hold_buffers": 0,
  "detailed_place_hpwl_um": 83730,
  "holdPathEnd": "registradores[0][26]",
  "post-cts-setup-buffer-count": 0,
  "proportion_of_synthesized_chip_area_in_sequential_cells": 0.6344,
  "yosysChipArea_um2": 48470,
  "antenna_violations_before_repair": 2,
  "final-hold-violation-count": 0,
  "max_cap_violations": 0,
  "master_of_the_slowest_instance_on_the_critical_path": "and2_4",
  "worst_hold_path_class": "primary input to flop",
  "detail_route.wirelength_um": 151900,
  "cts.path.max_buffers": 3,
  "yosys_register_bits": 1024,
  "power.density_cell_area_nw_per_um2": 220.7,
  "drt_first_iter_violations": 2250,
  "insertedDiodeCount": 0,
  "synthesis.yosys.warnings": 1,
  "p_leak_uw": 0.02003,
  "post-route-util": 0.5722,
  "port_buffers": 111,
  "slew-limit-headroom": 0.3182,
  "cp_slowest_stage_delay_ps": 720,
  "layout.cells.most_common_list": "1024 x mux2i_1, 1024 x edfxtp_1, 320 x a22oi_1",
  "yosys.cell_types.count": 26,
  "core.rowCount": 113,
  "grt_first_pass_wirelength_um": 217500,
  "final_period_minus_worst_setup_slack_ps": 6320,
  "dp_worst_setup_slack_ps": 1633,
  "flip_flop_count_of_the_largest_register_after_layout": 1024,
  "netlist.area_leader.share": 0.6344,
  "sum_of_negative_setup_slack_ps": 0,
  "crit_family": "buffers and inverters",
  "die_height_um": 313.4,
  "detail_route.first_pass.iterations": 6,
  "cts_tree": "yes",
  "worstPathRequired_ps": 6320,
  "critPathMaxFanout": 38,
  "grt_start_max_net_pins": 97,
  "area.growth.synth_to_final_pct": 12.83,
  "die-area_um2": 98190,
  "final.fill_count": 7227,
  "fp.coreArea_um2": 95580,
  "synth.yosys.num_cells": 3324,
  "hold_depth": 1,
  "netlist_area_um2": 48470,
  "initial_core_util": 0.5072,
  "layout-drive-gt1-share": 0.08803,
  "worst_hold_slack_ps": 1633,
  "io_pins": 113,
  "worst_ep_arrival_time_ps": 4740,
  "gp_congestion": 0.8640,
  "timing.critical_path.cells": "clkdlybuf4s50_1 -> and2_4 -> buf_12 -> buf_12 -> a21oi_1 -> a31oi_1 -> nand3_1 -> clkdlybuf4s50_1",
  "avgSynthCellArea_um2": 14.58,
  "numCtsBuffers": 108,
  "gr_util_all_layers": 0.3417,
  "routed-via-count": 30930,
  "setup_repair_after_global_routing_missed_its_margin": "false",
  "worst_tran_pin_value_ps": 1019,
  "endpoint_kind": "output port",
  "final_cell_area_um2": 54690,
  "slew_violations": 0,
  "grt_overflow": 0,
  "synth.largest_area_cell": "edfxtp_1",
  "htreeDepth": 3,
  "setup.worst_path.class": "primary input to output port",
  "power.ir.vdd_worst_v": 0.0001898,
  "drtAntennaViolNets": 0,
  "detailed_place.area_um2": 51460,
  "cts-resized-gates": 0,
  "clk_root_buffer_cell": "clkbuf_16",
  "final.period_utilization": 0.8000,
  "detail_route.vias_per_cell": 6.446,
  "worstSetupStartpointType": "primary input",
  "hold_path.startpoint": "WriteData[26]",
  "synth_cells": 3324,
  "netlist_top_cells_area": "edfxtp_1 63%, mux2i_1 21%, a22oi_1 5.0%, nand3_1 2.3%, a21oi_1 1.3%",
  "warnings": 27,
  "reg_top3": "registradores x1024",
  "clock_sinks": 1024,
  "clkSlewWorstSetupHoldPaths_ps": 60,
  "fmax_mhz": 158.2,
  "cp_num_buf_inv": 4,
  "via_count_of_the_first_global_routing_pass": 32370,
  "routedWlPerCell_um": 31.66,
  "setup_slack_ps": 1580,
  "dieWidth_um": 313.4,
  "drc": 0,
  "max_flop_register": "registradores"
}
synthesized netlist by cell type:
cell type and n:
conb_1 1, buf_4 50, buf_2 72, a31oi_1 32, nor2_1 35, clkbuf_4 2
nor3_1 32, clkbuf_1 98, or3b_2 2, or2_2 2, nand3b_1 3, edfxtp_1 1024
nand4_1 32, buf_6 23, buf_1 10, a22oi_1 320, nand3_1 225, mux2i_1 1024
nor2b_1 4, nand2b_1 5, nand2_1 131, and2b_1 1, a21oi_1 128, or3_1 1
and2_1 3, a22o_1 64
where the power goes:
group | total [µW] | switching [µW] | internal (µW)
logic | 1200 | 753 | 449
clock network | 4710 | 1990 | 2710
registers | 6160 | 49.3 | 6110
kinds of logic (layout without fill, tap and decap cells):
family / count (synthesis) / count (layout) / share of synthesized area
compound gates: 544 / 544 / 0.07847
simple gates: 476 / 476 / 0.04644
flops: 1024 / 1024 / 0.6344
other cells: 1 / 32 / 0.00007736
mux: 1024 / 1024 / 0.2115
buf+inv: 255 / 433 / 0.02919
worst max path at each step:
| stage | endpoint | slack, ps | start | cells past startpoint |
|---|---|---|---|---|
| 5_1_grt | Data2[2] | 1520 | Read2[2] | 7 |
| 4_1_cts | Data1[24] | 1620 | Read1[0] | 8 |
| 6_report | Data1[24] | 1580 | Read1[0] | 8 |
metrics by stage:
| stage | instances | total power, µW |
|---|---|---|
| after floorplan | 3355 | 6913 |
| after global placement | 4605 | 7443 |
| after detailed placement | 4605 | 7459 |
| after CTS | 4798 | 12120 |
| after global routing | 4798 | 12430 |
| final | 4798 | 12070 |
cell type report:
type	count	area, µm²	area share
flip-flops and latches	1024	30750	0.5622
multi-input cells	2076	16730	0.3059
clock buffers	149	2878	0.05262
repair buffers	240	2402	0.04392
well taps	1265	1583	0.02894
clock inverters	44	351.6	0.006428
routing by layer:
layer / share of wire / track usage / up-vias
met1: 0.34 / 0.4278 / 15010
met3: 0.17 / 0.2489 / 391
met5: 0.0030 / 0.03433 / -
met4: 0.043 / 0.1112 / 16
met2: 0.44 / 0.4798 / 2020
li1: - / - / 13490
Power and IR drop assume default switching activity.
