==> flow/config.mk <==
export PLATFORM = sky130hd
export DESIGN_NAME = DataMemory
export DESIGN_NICKNAME = DataMemory
export VERILOG_FILES = /design/flow/design.v
export SDC_FILE = /design/flow/constraint.sdc
export NUM_CORES = 4
export LEC_CHECK = 1
export CORE_UTILIZATION = 30
==> flow/constraint.sdc <==
current_design DataMemory

set clk_period 6.9
set clk_io_pct 0.2

create_clock -name clk0 -period $clk_period [get_ports {clk}]

set non_clock_inputs [all_inputs -no_clocks]
set_input_delay [expr $clk_period * $clk_io_pct] -clock clk0 $non_clock_inputs
set_output_delay [expr $clk_period * $clk_io_pct] -clock clk0 [all_outputs]
==> flow/design.v <==
module DataMemory (
    input wire clk,                
    input [31:0] address,          
    input [31:0] write_data,       
    input MemRead,                 
    input MemWrite,                
    output reg [31:0] read_data     
);
    reg [31:0] memory [0:31];   
    initial begin
        memory[0]  = 32'h00000005;    
        memory[4]  = 32'h00000002;   
        memory[8]  = 32'h00000003;   
        memory[12] = 32'h00000007;  
        memory[16] = 32'h00000009;  
    end
    always @(*) begin
        if (MemRead) begin
            read_data = memory[address];   
        end else begin
            read_data = 32'b0;  
        end
    end
    always @(posedge clk) begin
        if (MemWrite) begin
            memory[address[31:2]] <= write_data;  
        end
    end
endmodule
==> flow/run.sh <==
#!/bin/bash
# OpenROAD 26Q1-2900-gdf79404cd8, Yosys 0.63+post, stock flow scripts
make -C /OpenROAD-flow-scripts/flow DESIGN_CONFIG=/design/flow/config.mk WORK_HOME=/design/flow/orfs finish
==> metrics.csv <==
stage,metric,value,unit
routing,via density per instance,5.04,
global_route,first-pass GRT wire length,144000,um
layout,Largest register FFs,1024,
pwr,P_sw,2.64,mW
clock_tree,Sink Count,1024,
routing,M1 WL,31700,um
critical_path,CP most frequent cell,buf_4,
routing,Top Layer Used,met5,
synthesis,Top cell area share,77.9,%
die,io pins,99,
routing,Post-route DRC,0,
synthesis,Syn. warnings,1,
clock_tree,CTS max path bufs,3,
clock_tree,CTS root buf,clkbuf_16,
critical_path,Buf/Inv on CP,4,
place,Post-DP Area,42900,um^2
critical_path,CP Cell Sequence,buf_4 -> buf_4 -> nor3b_2 -> buf_4 -> a221oi_1 -> nand3_1 -> o211a_1 -> clkdlybuf4s50_1,
pwr,clock power share,40.8,%
sta,hold_ws,1520,ps
run_status,status,finished clean,
critical_path,Worst Setup End Kind,primary output,
synthesis,synthesized area,39500,um^2
pwr,Net Sw Frac,20.5,%
sta,worst slew pin tran,989,ps
sta,crit share post-route,83.7,%
min_path,WHS Endpoint,memory[7][24]$_DFFE_PP_,
clock_tree,setup bufs post-CTS,0,
sta,minimum clock period,5780,ps
clock_tree,CTS tree,built,
layout,most frequent logic cell in the layout,edfxtp_1,
critical_path,Crit path largest cell delay,650,ps
clock_tree,hold buffers post-CTS,0,
critical_path,WP depth,8,
clock_tree,CTS Buf Count,98,
die,die width,365,um
place,hpwl dp,55300,um
routing,wire length on met3,18900,um
pwr,P per Cell Area,279,nW/um^2
synthesis,post-synth top area cell,edfxtp_1,
layout,post-route cell area,46000,um^2
synthesis,top cells by area,"edfxtp_1 78%, mux4_2 11%, mux2i_1 2.4%",
layout,most instantiated logic cells after routing,"1024 x edfxtp_1, 186 x mux4_2, 102 x clkbuf_16, 96 x mux2i_1, 94 x buf_4",
die,core area,130000,um^2
die,Pre-Place Util,30.4,%
sta,fin. max-slew vios,0,
pwr,Int Pwr,10.2,mW
flow_run,stage-log warning count,51,
pwr,Leakage,14.6,nW
routing,Pre-Repair DR Iteration Count,5,
pwr,Worst IR Drop VDD,0.000220,V
place,Routability Congestion,0.824,
global_route,total track usage,16.3,%
global_route,pin count of the biggest net entering global routing,65,
synthesis,yosys cell count,1792,
routing,WL/cell,26.2,um
synthesis,Yosys reg bits,1024,
synthesis,register area share after synthesis,77.9,%
routing,met2 wire len,46400,um
critical_path,CP max FO,30,
flow_run,# Max-Cap Violations,0,
sta,Fmax,173,MHz
global_route,grt ovf,0,
sta,RSZ-0062 raised after global routing,no,
synthesis,syn_area_per_cell,22.0,um^2
global_route,vias in the first global route,21300,
critical_path,WS Path Type,input pin to primary output,
clock_tree,Clock transition at path regs,60,ps
synthesis,Yosys chip area,39500,um^2
sta,Max-slew headroom,33.9,%
min_path,worst hold start,write_data[24],
critical_path,Worst EP required,5520,ps
global_route,initial antenna violation count,7,
clock_tree,Post-CTS Resized,0,
sta,endpoints failing hold,0,
critical_path,Worst Path Arrival,4400,ps
routing,Iteration-0 DRC Markers,1118,
critical_path,CP max stage cell,buf_4,
die,number of core rows,132,
layout,layout cells sized above 1,26.1,%
sta,Final setup violation count,0,
die,die height,365,um
die,die area,133000,um^2
layout,Layout fillers,11700,
critical_path,CP top delay family,buffers and inverters,
min_path,WHS Path Cells,2,
clock_tree,H-tree depth,3,
synthesis,Unique cell types,31,
routing,via count,19000,
layout,Area growth syn-to-layout,16.6,%
synthesis,Cells after Synth,1792,
place,Port Buffers,73,
pwr,Sequential Power Share,53.9,%
critical_path,Startpoint Class,input pin,
min_path,hold crit path type,input pin to flop,
routing,Total Wirelength,98900,um
pwr,combinational fraction of design power,5.3,%
sta,setup TNS,0,ps
routing,Post-DRT Antenna Nets,0,
-- how the worst max path moves through the flow --
stage	startpoint	slack [ps]	end
after CTS	address[3]	1160	read_data[18]
after global routing	address[1]	1000	read_data[8]
final	address[3]	1120	read_data[18]
-- cells in the mapped netlist (all sizes together) --
cell and number:
nand3b 5, a22oi 52, buf 65, o221ai 6, o21ai 26, nor3b 1
a22o 6, and3 7, or3b 1, or3 1, clkbuf 42, mux4 192
nor2b 3, and2 2, nand2 37, a211o 6, a221oi 32, nand3 28
o211ai 6, o211a 52, nor2 36, edfxtp 1024, mux2i 96, and3b 2
mux2 64
-- per-layer routing --
metal	GRT usage (%)	vias to the layer above
met2	24.5	1311
met3	14.4	138
met4	2.51	12
met1	17.5	9630
met5	0.363	-
li1	-	7957
-- power groups by stage --
stage     registers [mW]  clock network (mW)  logic, mW
5_1_grt             6.94                5.57      0.736
4_1_cts             6.94                5.34      0.690
6_report            6.93                5.25      0.678
-- metrics by stage --
step	util, %	setup WS, ps	power [mW]	cells
final	35.4	1120	12.9	3776
after detailed placement	33.0	1170	7.75	3599
after global placement	33.0	1190	7.74	3599
after CTS	35.4	1160	13.0	3775
after global routing	35.4	1000	13.2	3776
after floorplan	-	2570	7.43	1792
-- area by class of cell --
| cell class | count | area, um^2 | area share (%) |
|---|---|---|---|
| Sequential cell | 1024 | 30700 | 66.8 |
| Multi-Input combinational cell | 661 | 8380 | 18.2 |
| Clock buffer | 119 | 2620 | 5.68 |
| Tap cell | 1742 | 2180 | 4.74 |
| Timing Repair Buffer | 172 | 1570 | 3.41 |
| Clock inverter | 57 | 529 | 1.15 |
| Antenna cell | 1 | 2.50 | 0.00544 |
-- cell families (layout without fill, tap and decap cells) --
family	Yosys count	in the layout	share of synthesized area [%]
other cells	0	1	0
flops	1024	1024	77.9
simple gates	123	123	1.45
mux	352	352	15.3
buf+inv	107	348	1.56
compound gates	186	186	3.86
Power is estimated from default activity; no workload was simulated.
